==> ./run.sh <==
#!/bin/bash
# OpenROAD 26Q1-2900-gdf79404cd8, Yosys 0.63+post, stock flow scripts
make -C /OpenROAD-flow-scripts/flow DESIGN_CONFIG=/design/flow/config.mk WORK_HOME=/design/flow/orfs finish
==> ./config.mk <==
export PLATFORM = sky130hd
export DESIGN_NAME = top
export DESIGN_NICKNAME = top
export VERILOG_FILES = /design/flow/design.v
export SDC_FILE = /design/flow/constraint.sdc
export NUM_CORES = 4
export LEC_CHECK = 1
export CORE_UTILIZATION = 30
==> ./constraint.sdc <==
current_design top

set clk_period 2.5
set clk_io_pct 0.2

create_clock -name clk0 -period $clk_period [get_ports {CLK100MHZ}]

set non_clock_inputs [all_inputs -no_clocks]
set_input_delay [expr $clk_period * $clk_io_pct] -clock clk0 $non_clock_inputs
set_output_delay [expr $clk_period * $clk_io_pct] -clock clk0 [all_outputs]
==> ./design.v <==
module top (
    input  wire CLK100MHZ,    
    input  wire uart_rx,      
    output wire [4:0] LED     
);
    wire [7:0] rx_byte;
    wire       rx_done;
    uart_rx #(
        .CLKS_PER_BIT(868)    
    ) uart_rx_inst (
        .clk   (CLK100MHZ),
        .rx    (uart_rx),
        .rx_dv (rx_done),
        .rx_byte(rx_byte)
    );
    logic [7:0] buttons = 8'd0;
    always_ff @(posedge CLK100MHZ) begin
        if (rx_done) begin
            buttons <= rx_byte;
        end
    end
    assign LED[0] = buttons[0];    
    assign LED[1] = buttons[1];    
    assign LED[2] = buttons[2];    
    assign LED[3] = buttons[3];    
    assign LED[4] = buttons[4];    
endmodule
module uart_rx #(
    parameter int CLKS_PER_BIT = 868
) (
    input  wire       clk,
    input  wire       rx,
    output reg        rx_dv,
    output reg  [7:0] rx_byte
);
  typedef enum logic [2:0] {
    S_IDLE,
    S_START,
    S_DATA,
    S_STOP
  } state_t;
  state_t       state = S_IDLE;
  logic   [9:0] clk_cnt = '0;
  logic   [2:0] bit_idx = '0;
  logic   [7:0] byte_reg = '0;
  logic rx_sync_1 = 1'b1, rx_sync_2 = 1'b1;
  always_ff @(posedge clk) begin
    rx_sync_1 <= rx;
    rx_sync_2 <= rx_sync_1;
  end
  always_ff @(posedge clk) begin
    rx_dv <= 1'b0;
    unique case (state)
      S_IDLE: begin   
        clk_cnt <= '0;
        bit_idx <= '0;
        if (rx_sync_2 == 1'b0)   
          state <= S_START;
      end
      S_START: begin   
        if (clk_cnt == (CLKS_PER_BIT - 1) / 2) begin
          if (rx_sync_2 == 1'b0) begin
            clk_cnt <= '0;
            state   <= S_DATA;
          end else begin
            state <= S_IDLE;   
          end
        end else begin
          clk_cnt <= clk_cnt + 1;
        end
      end
      S_DATA: begin   
        if (clk_cnt < CLKS_PER_BIT - 1) begin
          clk_cnt <= clk_cnt + 1;
        end else begin
          clk_cnt           <= '0;
          byte_reg[bit_idx] <= rx_sync_2;
          if (bit_idx < 3'd7) bit_idx <= bit_idx + 1;
          else begin
            bit_idx <= '0;
            state   <= S_STOP;
          end
        end
      end
      S_STOP: begin   
        if (clk_cnt < CLKS_PER_BIT - 1) begin
          clk_cnt <= clk_cnt + 1;
        end else begin
          clk_cnt <= '0;
          rx_byte <= byte_reg;
          rx_dv   <= 1'b1;
          state   <= S_IDLE;
        end
      end
    endcase
  end
endmodule
==> Slide: Implementation Results <==
Physical Implementation Snapshot

Power and ir drop
  • Clock network fraction of design power: 37.9%
  • Leakage power total: 0.5920 nW
  • Max IR drop VDD: 0.2286 mV
  • Switching power of the nets: 0.0001989 W
  • Part of the power in registers: 60.6%
  • Cell-internal power: 0.0007982 W
  • Switching Fraction: 19.95%
  • Cell Pwr Density: 579.6 nW/µm²
  • Relative contribution of combinational cells to total power: 1.5%

Routing
  • Number of search-and-repair iterations in the first detailed-routing pass: 4
  • DRC: 0
  • Number of DRC violations after detailed-routing iteration 0: 17
  • Via density per instance: 4.440
  • Diodes inserted: 0
  • Vias: 888
  • Wire length per cell after detailed routing: 10.35 µm
  • Drt total wl: 2070 µm
  • Number of nets still failing antenna checks after routing: 0

Job
  • Maxcap violations: 0
  • OpenROAD warnings: 28

STA
  • Worst-case headroom to the max-slew limit: 65.35%
  • Actual transition at the worst max-transition pin: 518.3 ps
  • Clk_skew: 3.917 ps
  • Crit share post-route: 93.85%
  • Top achievable clock speed: 0.4262 GHz
  • Shortest clock period the worst path allows after layout: 2346 ps
  • Unrepaired setup endpoints after global routing: false
  • Setup TNS: 0 ps
  • # setup viols final: 0
  • Worst hold slack across all endpoints: 327.1 ps
  • Min setup slack post-route: 153.6 ps
  • Max Slew Vio Count: 0
  • Number of hold-slack violations in the final timing report: 0

Worst setup path
  • Number of cells on the worst reg-to-reg path: 6
  • Worst EP arrival: 2230 ps
  • Category of the critical setup timing path: reg2reg
  • Critical path capture point type: flop
  • Beginning of the worst register-to-register path: uart_rx_inst.clk_cnt[1]
  • CP Max Fanout: 10
  • Crit start category: flop
  • Worst reg2reg path endpoint: uart_rx_inst.clk_cnt[3]
  • Data required time at the worst endpoint: 2380 ps
  • Setup slack on the worst flop-to-flop path: 150 ps

Synth
  • Number of distinct library cells after synthesis: 25
  • Instance count of the mapped netlist: 120
  • Post-synth top area share: 60.30%
  • Yosys stat chip area: 1494 µm²
  • Fraction of registers with async set or reset after synthesis: 0%
  • Library cell with the largest summed area after synthesis: sky130_fd_sc_hd__edfxtp_1
  • Average instance area after synthesis: 12.45 µm²
  • Cell area after synthesis: 1494 µm²
  • Number of enable-type register cells in the synthesized netlist: 30
  • Main area contributors after synthesis: sky130_fd_sc_hd__edfxtp_1 (60%), sky130_fd_sc_hd__xnor2_1 (4.7%), sky130_fd_sc_hd__nor2_1 (4.3%)
  • Top post-synthesis cells by count: sky130_fd_sc_hd__edfxtp_1 (30), sky130_fd_sc_hd__nor2_1 (17), sky130_fd_sc_hd__nand2_1 (13)
  • Count leader, synth: sky130_fd_sc_hd__edfxtp_1
  • Post-synth top flop: sky130_fd_sc_hd__edfxtp_1
  • Post-synthesis register bit count: 33
  • Sequential area share after synthesis: 64.32%
  • Cell count listed in synth_stat.txt: 120
  • Number of warnings reported in the yosys synthesis log: 2

Min path
  • Class of the worst hold path: reg2reg
  • Hold Path End: uart_rx_inst.rx_sync_2
  • Worst hold path startpoint: uart_rx_inst.rx_sync_1
  • Cells on Worst Hold Path: 0

Clocking
  • Buffers inserted during post-CTS setup optimization: 0
  • CTS Hold Bufs: 0
  • Clock-pin transition on the worst setup and hold timing paths: 70 ps
  • Number of CTS-inserted buffers: 5
  • Number of buffers on the longest clock path: 2
  • CTS Root Buffer Type: sky130_fd_sc_hd__clkbuf_8
  • H-tree depth: 2
  • Clock tree from TritonCTS: done
  • Number of gates given a new drive strength after cts: 0
  • Sink Count: 33
  • Later-pin clock latency in the skew report: 270 ps

Cells and area
  • Flip-flop count of the largest register after layout: 10
  • Register name with the most flops: uart_rx_inst.clk_cnt
  • Area growth syn-to-layout: 15.16%
  • Layout cell share with drive strength beyond 1: 12.03%

Placed design
  • GP Congestion: 0.8669
  • Sum of net half-perimeters after detailed placement: 1437 µm
  • I/O Buffers: 6
  • Pre-CTS setup slack: 159.9 ps

GRT
  • Pin count of the biggest net entering global routing: 12
  • Antenna violations before repair: 0
  • Via count of the first global-routing pass: 789
  • GRT Resource Usage Total: 8.700%
  • Leftover overflow at the end of global routing: 0
  • First-pass GRT wire length: 3456 µm

Die
  • Core box area: 4755 µm²
  • Initial Utilization: 31.42%
  • Die height: 72.57 µm
  • Die width: 72.57 µm
  • Area of the chip: 5266 µm²
  • Number of top-level pins: 7
  • Row count: 25

Status
  • Run status: complete, no violations
[placed cells by master (no fill, tap or decap)]
master | synthesis | final
sky130_fd_sc_hd__and3_1 | 1 | 1
sky130_fd_sc_hd__nor2_1 | 17 | 17
sky130_fd_sc_hd__ha_1 | 5 | 5
sky130_fd_sc_hd__nor3_1 | 7 | 7
sky130_fd_sc_hd__nor3b_1 | 1 | 1
sky130_fd_sc_hd__buf_4 | 1 | 1
sky130_fd_sc_hd__mux2_2 | 3 | 3
sky130_fd_sc_hd__a22oi_2 | 1 | 1
sky130_fd_sc_hd__o22ai_2 | 1 | 1
sky130_fd_sc_hd__clkinvlp_4 | 0 | 1
sky130_fd_sc_hd__nor4_1 | 3 | 3
sky130_fd_sc_hd__or4_4 | 1 | 1
sky130_fd_sc_hd__dfxtp_1 | 3 | 3
sky130_fd_sc_hd__clkbuf_8 | 0 | 5
sky130_fd_sc_hd__inv_1 | 7 | 7
sky130_fd_sc_hd__a21oi_1 | 3 | 3
sky130_fd_sc_hd__clkdlybuf4s50_1 | 0 | 6
sky130_fd_sc_hd__or4b_1 | 1 | 1
sky130_fd_sc_hd__nand2_1 | 13 | 13
sky130_fd_sc_hd__xor2_1 | 2 | 2
sky130_fd_sc_hd__mux2_4 | 1 | 1
sky130_fd_sc_hd__o21ai_0 | 3 | 3
sky130_fd_sc_hd__clkinv_2 | 0 | 2
sky130_fd_sc_hd__a211o_1 | 1 | 1
sky130_fd_sc_hd__nand3_1 | 5 | 5
sky130_fd_sc_hd__xnor2_1 | 8 | 8
sky130_fd_sc_hd__edfxtp_1 | 30 | 30
sky130_fd_sc_hd__and2_1 | 1 | 1
[kinds of logic (layout without fill, tap and decap cells)]
kind of cell,after synthesis,in the layout,share of synthesized area [%]
AND/OR/NAND/NOR,50,50,15.58
flip-flops,33,33,64.32
XOR/XNOR,10,10,5.863
AND-OR/OR-AND,9,9,4.271
buffers and inverters,9,22,2.513
adder cells (fa/ha/maj),5,5,4.188
multiplexers,4,4,3.266
[how the worst max path moves through the flow]
stage                 slack, ps                 endpoint               startpoint
after CTS                   170  uart_rx_inst.clk_cnt[4]  uart_rx_inst.clk_cnt[1]
after global routing         30  uart_rx_inst.clk_cnt[0]  uart_rx_inst.clk_cnt[1]
final                       150  uart_rx_inst.clk_cnt[3]  uart_rx_inst.clk_cnt[1]
[per-layer routing]
| metal | GRT usage [%] | vias up | part of all wire [%] |
|---|---|---|---|
| met5 | 0 | - | 0 |
| met4 | 1.961 | 0 | 1.6 |
| met3 | 1.972 | 2 | 3.1 |
| met2 | 13.19 | 15 | 46 |
| met1 | 13.56 | 422 | 50 |
| li1 | - | 449 | - |
[critical path: stages, from the launching register on]
cell	delay [ps]
sky130_fd_sc_hd__edfxtp_1	430
sky130_fd_sc_hd__inv_1	80
sky130_fd_sc_hd__ha_1	120
sky130_fd_sc_hd__or4b_1	420
sky130_fd_sc_hd__or4_4	440
sky130_fd_sc_hd__inv_1	70
sky130_fd_sc_hd__nand3_1	380
[power groups by stage]
| stage | Combinational, W | Clock (W) | Sequential, W |
|---|---|---|---|
| final | 0.0000151 | 0.000378 | 0.000604 |
| after CTS | 0.0000153 | 0.000391 | 0.000604 |
| after global routing | 0.0000173 | 0.000406 | 0.000605 |
[layout make-up]
type	count	area [µm²]
multi-input cells	78	495.5
inverters	7	26.28
flip-flops and latches	33	960.9
fillers	468	3034
repair buffers	7	67.56
well taps	67	83.83
clock inverters	3	17.52
clock buffers	5	68.82
[metrics by stage]
| step | instance area, µm² | utilization (%) | total power (W) | cells |
|---|---|---|---|---|
| finish | 1720 | 36.18 | 0.0009971 | 200 |
| global route | 1720 | 36.18 | 0.001029 | 200 |
| CTS | 1720 | 36.18 | 0.001011 | 200 |
| detailed placement | 1634 | 34.37 | 0.0006314 | 192 |
| global placement | 1634 | 34.37 | 0.0006308 | 192 |
| floorplan | 1494 | - | 0.0006263 | 120 |
Power is estimated from default activity; no workload was simulated.
